$ cat ./run.sh
#!/bin/bash
# OpenROAD 26Q1-2900-gdf79404cd8, Yosys 0.63+post, stock flow scripts
make -C /OpenROAD-flow-scripts/flow DESIGN_CONFIG=/design/flow/config.mk WORK_HOME=/design/flow/orfs finish
$ cat ./config.mk
export PLATFORM = sky130hd
export DESIGN_NAME = Demux8Bits
export DESIGN_NICKNAME = Demux8Bits
export VERILOG_FILES = /design/flow/design.v
export SDC_FILE = /design/flow/constraint.sdc
export NUM_CORES = 4
export LEC_CHECK = 1
export CORE_AREA = 10 10 79 79
export DIE_AREA = 0 0 89 89
$ cat ./constraint.sdc
current_design Demux8Bits

set clk_period 1.0
set clk_io_pct 0.2

create_clock -name clk0 -period $clk_period

set non_clock_inputs [all_inputs -no_clocks]
set_input_delay [expr $clk_period * $clk_io_pct] -clock clk0 $non_clock_inputs
set_output_delay [expr $clk_period * $clk_io_pct] -clock clk0 [all_outputs]
$ cat ./design.v
module Demux8Bits(
    input [7:0] D,
    input [2:0] sel,
    output [7:0] Y0,
    output [7:0] Y1,
    output [7:0] Y2,
    output [7:0] Y3,
    output [7:0] Y4,
    output [7:0] Y5,
    output [7:0] Y6,
    output [7:0] Y7
);
    wire nS0, nS1, nS2;
    not (nS0, sel[0]);
    not (nS1, sel[1]);
    not (nS2, sel[2]);
    and (Y0[0], D[0], nS2, nS1, nS0);
    and (Y0[1], D[1], nS2, nS1, nS0);
    and (Y0[2], D[2], nS2, nS1, nS0);
    and (Y0[3], D[3], nS2, nS1, nS0);
    and (Y0[4], D[4], nS2, nS1, nS0);
    and (Y0[5], D[5], nS2, nS1, nS0);
    and (Y0[6], D[6], nS2, nS1, nS0);
    and (Y0[7], D[7], nS2, nS1, nS0);
    and (Y1[0], D[0], nS2, nS1, sel[0]);
    and (Y1[1], D[1], nS2, nS1, sel[0]);
    and (Y1[2], D[2], nS2, nS1, sel[0]);
    and (Y1[3], D[3], nS2, nS1, sel[0]);
    and (Y1[4], D[4], nS2, nS1, sel[0]);
    and (Y1[5], D[5], nS2, nS1, sel[0]);
    and (Y1[6], D[6], nS2, nS1, sel[0]);
    and (Y1[7], D[7], nS2, nS1, sel[0]);
    and (Y2[0], D[0], nS2, sel[1], nS0);
    and (Y2[1], D[1], nS2, sel[1], nS0);
    and (Y2[2], D[2], nS2, sel[1], nS0);
    and (Y2[3], D[3], nS2, sel[1], nS0);
    and (Y2[4], D[4], nS2, sel[1], nS0);
    and (Y2[5], D[5], nS2, sel[1], nS0);
    and (Y2[6], D[6], nS2, sel[1], nS0);
    and (Y2[7], D[7], nS2, sel[1], nS0);
    and (Y3[0], D[0], nS2, sel[1], sel[0]);
    and (Y3[1], D[1], nS2, sel[1], sel[0]);
    and (Y3[2], D[2], nS2, sel[1], sel[0]);
    and (Y3[3], D[3], nS2, sel[1], sel[0]);
    and (Y3[4], D[4], nS2, sel[1], sel[0]);
    and (Y3[5], D[5], nS2, sel[1], sel[0]);
    and (Y3[6], D[6], nS2, sel[1], sel[0]);
    and (Y3[7], D[7], nS2, sel[1], sel[0]);
    and (Y4[0], D[0], sel[2], nS1, nS0);
    and (Y4[1], D[1], sel[2], nS1, nS0);
    and (Y4[2], D[2], sel[2], nS1, nS0);
    and (Y4[3], D[3], sel[2], nS1, nS0);
    and (Y4[4], D[4], sel[2], nS1, nS0);
    and (Y4[5], D[5], sel[2], nS1, nS0);
    and (Y4[6], D[6], sel[2], nS1, nS0);
    and (Y4[7], D[7], sel[2], nS1, nS0);
    and (Y5[0], D[0], sel[2], nS1, sel[0]);
    and (Y5[1], D[1], sel[2], nS1, sel[0]);
    and (Y5[2], D[2], sel[2], nS1, sel[0]);
    and (Y5[3], D[3], sel[2], nS1, sel[0]);
    and (Y5[4], D[4], sel[2], nS1, sel[0]);
    and (Y5[5], D[5], sel[2], nS1, sel[0]);
    and (Y5[6], D[6], sel[2], nS1, sel[0]);
    and (Y5[7], D[7], sel[2], nS1, sel[0]);
    and (Y6[0], D[0], sel[2], sel[1], nS0);
    and (Y6[1], D[1], sel[2], sel[1], nS0);
    and (Y6[2], D[2], sel[2], sel[1], nS0);
    and (Y6[3], D[3], sel[2], sel[1], nS0);
    and (Y6[4], D[4], sel[2], sel[1], nS0);
    and (Y6[5], D[5], sel[2], sel[1], nS0);
    and (Y6[6], D[6], sel[2], sel[1], nS0);
    and (Y6[7], D[7], sel[2], sel[1], nS0);
    and (Y7[0], D[0], sel[2], sel[1], sel[0]);
    and (Y7[1], D[1], sel[2], sel[1], sel[0]);
    and (Y7[2], D[2], sel[2], sel[1], sel[0]);
    and (Y7[3], D[3], sel[2], sel[1], sel[0]);
    and (Y7[4], D[4], sel[2], sel[1], sel[0]);
    and (Y7[5], D[5], sel[2], sel[1], sel[0]);
    and (Y7[6], D[6], sel[2], sel[1], sel[0]);
    and (Y7[7], D[7], sel[2], sel[1], sel[0]);
endmodule
==> GITHUB_STEP_SUMMARY <==
### Metrics collected by this job

| Metric | Value |
|---|---|
| CP cell instances | `buf_12, buf_12, buf_12, buf_6, nor4bb_4, buf_2` |
| Final Wtd Congestion | `0.750` |
| Failing checks | `setup timing` |
| Vias/cell | `5.11` |
| Post-synth top cells | `and4b_1, and4bb_2, buf_6` |
| Die X | `89 um` |
| Worst min path class | `input pin to primary output` |
| Most common cell in the netlist | `and4b_1` |
| Synth Seq Share | `0%` |
| HPWL after detailed placement | `3.16 mm` |
| First-pass GRT wire length | `7.91 mm` |
| Site row count | `25` |
| # Cells Yosys | `85` |
| Initial antenna violation count | `0` |
| CP peak stage delay | `250 ps` |
| Final setup viols | `59` |
| Top-area cell share | `27.1%` |
| Flop count | `0` |
| Worst-margin pin slew | `202 ps` |
| Worst path top cell family by delay | `buffers and inverters` |
| CLK BUF | `0` |
| CP arrival | `1070 ps` |
| WS Path Type | `input pin to primary output` |
| Dpl cell area | `1740 um^2` |
| Largest net degree at the start of global routing | `15` |
| Placed insts | `219` |
| Area Overhead vs Synth | `147%` |
| Initial DRT Pass Iterations | `4` |
| Period Utilization, post-route | `127%` |
| Area contributors post-synth | `and4b_1, and4bb_2, buf_6, nor4b_2, nor4bb_1` |
| Post-route minimum period | `1270 ps` |
| Setup TNS | `-8380 ps` |
| CP Buf/Inv Count | `5` |
| Status | `finished, violations left` |
| Leakage | `0.00120 uW` |
| Cell depth of the worst setup path | `6` |
| Crit start category | `input pin` |
| Via count | `1299` |
| Final Max Slew Viols | `0` |
| Yosys chip area | `886 um^2` |
| Max Cap Viol | `0` |
| ANT cells | `0` |
| Relative slew slack | `86.4%` |
| Final Hold Viols | `0` |
| Layout cells sized above 1 | `82.0%` |
| Design Area, Final | `2190 um^2` |
| Worst setup margin | `-268 ps` |
| Most common cell on crit path | `buf_12` |
| Initial drt markers | `43` |
| Antenna viol nets, final | `0` |
| Total grt overflow | `0` |
| Pwr Total | `775 uW` |
| Critical Path Sink | `Y2[7]` |
| Req. time, crit path | `800 ps` |
| Area leader, netlist | `and4b_1` |
| WL final | `5.38 mm` |
| Fmax | `0.789 GHz` |
| I/O pins | `75` |
| Number of global-route vias before repair | `1347` |
| CP max FO | `6` |
| Final std cells w/o fill | `254` |
| PwrDens | `355 nW/um^2` |
| Routed wire per std cell | `21.2 um` |
| CP max stage cell | `nor4bb_4` |
| GRT Util Overall | `12.9%` |
| Synth warn | `0` |
| Core Box Area | `4660 um^2` |
| Port Buffers | `75` |
| Die Ht | `89 um` |
| Hold bufs inserted after CTS | `0` |
| Post-synthesis cell area | `886 um^2` |
| Remaining DRCs | `0` |
| Post-Syn Instances | `85` |
| Mean Syn Cell Area | `10.4 um^2` |
| Library cells used by synthesis | `9` |
| FF+latch area | `0 um^2` |
| Fp util | `19.0%` |
| Stage-log warning count | `34` |
| Max IR drop VDD | `0.124 mV` |
| Chip area | `7920 um^2` |
| Crit path launch | `sel[2]` |
| RSZ-0062 raised after global routing | `true` |
| Crit end category | `primary output` |
==> logic make-up after synthesis <==
| group | count (synthesis) | synth area share [%] |
|---|---|---|
| simple gates | 64 | 79.4 |
| buf+inv | 21 | 20.6 |
==> worst min-delay path by stage <==
stage,startpoint,to,slack [ps],depth (start not counted)
6_report,D[5],Y0[5],770,3
4_1_cts,sel[0],Y2[5],680,3
5_1_grt,D[5],Y0[5],780,3
==> cells in the final DEF (no fill, tap or decap), drive strengths merged <==
master	instances
and4bb	13
clkbuf	1
buf	132
and4	8
and4b	24
nor4b	8
dlygate4sd2	3
nor4bb	11
==> repair_timing <==
action,CTS,global route
endpoints found under the hold margin,0,0
resized,295,26
buffers inserted,28,5
pin swaps,32,13
gates cloned,12,0
endpoints found under the setup margin,64,64
==> cell type report <==
type / count / area [um^2]
well taps: 54 / 67.6
multi-input cells: 64 / 880
fillers: 411 / 2470
repair buffers: 136 / 1240
==> stage by stage <==
step / setup WS, ps / util (%) / hold WS, ps
after floorplan: 121 / - / 504
after global placement: -885 / 37.3 / 1070
after detailed placement: -962 / 37.3 / 1070
after CTS: -274 / 47.7 / 684
after global routing: -307 / 46.9 / 781
final: -268 / 46.9 / 766
==> metal layers <==
metal / track usage [%] / vias to the layer above / routed length, um
li1: - / 607 / -
met5: 0 / - / 0
met3: 3.86 / 4 / 466
met4: 1.01 / 0 / 44
met1: 16.5 / 626 / 2320
met2: 21.7 / 62 / 2540
==> where the power goes <==
group | switching, uW | internal, uW | leakage (uW)
clock network | 0 | 0 | 0
registers | 0 | 0 | 0
logic | 291 | 485 | 0.00120
Power and IR drop assume default switching activity.
