## flow/design.v

```verilog
module GeradorFlags(
    input  wire [7:0] resultado,
    input  wire       A_msb,
    input  wire       B_msb,
    input  wire       Cout,
    input  wire [2:0] operacao,
    output wire [2:0] flags  
);
    wire or01, or23, or45, or67, or0123, or4567, or_all;
    or  (or01, resultado[0], resultado[1]);
    or  (or23, resultado[2], resultado[3]);
    or  (or45, resultado[4], resultado[5]);
    or  (or67, resultado[6], resultado[7]);
    or  (or0123, or01, or23);
    or  (or4567, or45, or67);
    or  (or_all, or0123, or4567);
    not (flags[0], or_all);  
    wire nS2, nS1, nS0;
    wire s_add;
    not (nS2, operacao[2]);
    not (nS1, operacao[1]);
    not (nS0, operacao[0]);
    and (s_add, operacao[2], nS1, nS0);  
    and (flags[1], s_add, Cout);  
    wire nA, nB, nRes;
    not (nA, A_msb);
    not (nB, B_msb);
    not (nRes, resultado[7]);
    wire AeqB;
    xnor (AeqB, A_msb, B_msb);
    wire ResDiffA;
    xor (ResDiffA, resultado[7], A_msb);
    wire ovf_add;
    and (ovf_add, AeqB, ResDiffA);
    wire AneqB;
    xor (AneqB, A_msb, B_msb);
    wire ovf_sub;
    and (ovf_sub, AneqB, ResDiffA);
    wire s_sub;
    and (s_sub, operacao[2], nS1, operacao[0]);  
    wire ovf_add_sel, ovf_sub_sel;
    and (ovf_add_sel, s_add, ovf_add);
    and (ovf_sub_sel, s_sub, ovf_sub);
    or  (flags[2], ovf_add_sel, ovf_sub_sel);
endmodule
module Mux8Para1_8Bits(
    input  wire [7:0] Y0,
    input  wire [7:0] Y1,
    input  wire [7:0] Y2,
    input  wire [7:0] Y3,
    input  wire [7:0] Y4,
    input  wire [7:0] Y5,
    input  wire [7:0] Y6,
    input  wire [7:0] Y7,
    input  wire [2:0] sel,
    output wire [7:0] Saida
);
    wire n0, n1, n2;
    wire s0, s1, s2, s3, s4, s5, s6, s7;
    not (n0, sel[0]);
    not (n1, sel[1]);
    not (n2, sel[2]);
    and (s0, n2, n1, n0);        
    and (s1, n2, n1, sel[0]);    
    and (s2, n2, sel[1], n0);    
    and (s3, n2, sel[1], sel[0]);  
    and (s4, sel[2], n1, n0);    
    and (s5, sel[2], n1, sel[0]);  
    and (s6, sel[2], sel[1], n0);  
    and (s7, sel[2], sel[1], sel[0]);  
    wire y0_0, y1_0, y2_0, y3_0, y4_0, y5_0, y6_0, y7_0;
    and (y0_0, Y0[0], s0);
    and (y1_0, Y1[0], s1);
    and (y2_0, Y2[0], s2);
    and (y3_0, Y3[0], s3);
    and (y4_0, Y4[0], s4);
    and (y5_0, Y5[0], s5);
    and (y6_0, Y6[0], s6);
    and (y7_0, Y7[0], s7);
    or  (Saida[0], y0_0, y1_0, y2_0, y3_0, y4_0, y5_0, y6_0, y7_0);
    wire y0_1, y1_1, y2_1, y3_1, y4_1, y5_1, y6_1, y7_1;
    and (y0_1, Y0[1], s0);
    and (y1_1, Y1[1], s1);
    and (y2_1, Y2[1], s2);
    and (y3_1, Y3[1], s3);
    and (y4_1, Y4[1], s4);
    and (y5_1, Y5[1], s5);
    and (y6_1, Y6[1], s6);
    and (y7_1, Y7[1], s7);
    or  (Saida[1], y0_1, y1_1, y2_1, y3_1, y4_1, y5_1, y6_1, y7_1);
    wire y0_2, y1_2, y2_2, y3_2, y4_2, y5_2, y6_2, y7_2;
    and (y0_2, Y0[2], s0);
    and (y1_2, Y1[2], s1);
    and (y2_2, Y2[2], s2);
    and (y3_2, Y3[2], s3);
    and (y4_2, Y4[2], s4);
    and (y5_2, Y5[2], s5);
    and (y6_2, Y6[2], s6);
    and (y7_2, Y7[2], s7);
    or  (Saida[2], y0_2, y1_2, y2_2, y3_2, y4_2, y5_2, y6_2, y7_2);
    wire y0_3, y1_3, y2_3, y3_3, y4_3, y5_3, y6_3, y7_3;
    and (y0_3, Y0[3], s0);
    and (y1_3, Y1[3], s1);
    and (y2_3, Y2[3], s2);
    and (y3_3, Y3[3], s3);
    and (y4_3, Y4[3], s4);
    and (y5_3, Y5[3], s5);
    and (y6_3, Y6[3], s6);
    and (y7_3, Y7[3], s7);
    or  (Saida[3], y0_3, y1_3, y2_3, y3_3, y4_3, y5_3, y6_3, y7_3);
    wire y0_4, y1_4, y2_4, y3_4, y4_4, y5_4, y6_4, y7_4;
    and (y0_4, Y0[4], s0);
    and (y1_4, Y1[4], s1);
    and (y2_4, Y2[4], s2);
    and (y3_4, Y3[4], s3);
    and (y4_4, Y4[4], s4);
    and (y5_4, Y5[4], s5);
    and (y6_4, Y6[4], s6);
    and (y7_4, Y7[4], s7);
    or  (Saida[4], y0_4, y1_4, y2_4, y3_4, y4_4, y5_4, y6_4, y7_4);
    wire y0_5, y1_5, y2_5, y3_5, y4_5, y5_5, y6_5, y7_5;
    and (y0_5, Y0[5], s0);
    and (y1_5, Y1[5], s1);
    and (y2_5, Y2[5], s2);
    and (y3_5, Y3[5], s3);
    and (y4_5, Y4[5], s4);
    and (y5_5, Y5[5], s5);
    and (y6_5, Y6[5], s6);
    and (y7_5, Y7[5], s7);
    or  (Saida[5], y0_5, y1_5, y2_5, y3_5, y4_5, y5_5, y6_5, y7_5);
    wire y0_6, y1_6, y2_6, y3_6, y4_6, y5_6, y6_6, y7_6;
    and (y0_6, Y0[6], s0);
    and (y1_6, Y1[6], s1);
    and (y2_6, Y2[6], s2);
    and (y3_6, Y3[6], s3);
    and (y4_6, Y4[6], s4);
    and (y5_6, Y5[6], s5);
    and (y6_6, Y6[6], s6);
    and (y7_6, Y7[6], s7);
    or  (Saida[6], y0_6, y1_6, y2_6, y3_6, y4_6, y5_6, y6_6, y7_6);
    wire y0_7, y1_7, y2_7, y3_7, y4_7, y5_7, y6_7, y7_7;
    and (y0_7, Y0[7], s0);
    and (y1_7, Y1[7], s1);
    and (y2_7, Y2[7], s2);
    and (y3_7, Y3[7], s3);
    and (y4_7, Y4[7], s4);
    and (y5_7, Y5[7], s5);
    and (y6_7, Y6[7], s6);
    and (y7_7, Y7[7], s7);
    or  (Saida[7], y0_7, y1_7, y2_7, y3_7, y4_7, y5_7, y6_7, y7_7);
endmodule
module OperacaoAnd4Bits(
    input [3:0] A,
    input [3:0] B,
    output [3:0] Y
);
    and And0(Y[0], A[0], B[0]);
    and And1(Y[1], A[1], B[1]);
    and And2(Y[2], A[2], B[2]);
    and And3(Y[3], A[3], B[3]);
endmodule
module OperacaoAnd8Bits(
    input  wire [7:0] A,     
    input  wire [7:0] B,     
    output wire [7:0] Y      
);
    OperacaoAnd4Bits And4Bits0(
        .A(A[3:0]),
        .B(B[3:0]),
        .Y(Y[3:0])
    );
    OperacaoAnd4Bits And4Bits1(
        .A(A[7:4]),
        .B(B[7:4]),
        .Y(Y[7:4])
    );
endmodule
module OperacaoNot4Bits(
    input [3:0] A,
    output [3:0] Y
);
    not Not0(Y[0], A[0]);
    not Not1(Y[1], A[1]);
    not Not2(Y[2], A[2]);
    not Not3(Y[3], A[3]);
endmodule
module OperacaoNot8Bits(
    input  wire [7:0] A,    
    output wire [7:0] Y     
);
    OperacaoNot4Bits Not4Bits0(
        .A(A[3:0]),
        .Y(Y[3:0])
    );
    OperacaoNot4Bits Not4Bits1(
        .A(A[7:4]),
        .Y(Y[7:4])
    );
endmodule
module OperacaoOr4Bits(
    input [3:0] A,
    input [3:0] B,
    output [3:0] Y
);
	 or Or0(Y[0], A[0], B[0]);
    or Or1(Y[1], A[1], B[1]);
    or Or2(Y[2], A[2], B[2]);
    or Or3(Y[3], A[3], B[3]);
endmodule
module OperacaoOr8Bits(
    input  wire [7:0] A,     
    input  wire [7:0] B,     
    output wire [7:0] Y      
);
    OperacaoOr4Bits Or4Bits0(
        .A(A[3:0]),
        .B(B[3:0]),
        .Y(Y[3:0])
    );
    OperacaoOr4Bits Or4Bits1(
        .A(A[7:4]),
        .B(B[7:4]),
        .Y(Y[7:4])
    );
endmodule
module OperacaoXor4Bits(
    input [3:0] A,
    input [3:0] B,
    output [3:0] Y
);
	 xor Xor0(Y[0], A[0], B[0]);
    xor Xor1(Y[1], A[1], B[1]);
    xor Xor2(Y[2], A[2], B[2]);
    xor Xor3(Y[3], A[3], B[3]);
endmodule
module OperacaoXor8Bits(
    input  wire [7:0] A,     
    input  wire [7:0] B,     
    output wire [7:0] Y      
);
    OperacaoXor4Bits Xor4Bits0(
        .A(A[3:0]),
        .B(B[3:0]),
        .Y(Y[3:0])
    );
    OperacaoXor4Bits Xor4Bits1(
        .A(A[7:4]),
        .B(B[7:4]),
        .Y(Y[7:4])
    );
endmodule
module Somador1Bit(S, Cout, A, B, Cin);
   input A, B, Cin;
   output S, Cout;
   wire T1, T2, T3;
   xor Xor0(T1, A, B);
   and And0(T2, A, B);
   and And1(T3, T1, Cin);
   or Or0(Cout, T2, T3);
   xor Xor1 (S, T1, Cin);
endmodule
module Somador4Bits(S, Cout, A, B, Cin);
    input [3:0] A, B;     
    input Cin;            
    output [3:0] S;       
    output Cout;          
    wire C1, C2, C3;
    Somador1Bit bit0(S[0], C1, A[0], B[0], Cin);
    Somador1Bit bit1(S[1], C2, A[1], B[1], C1);
    Somador1Bit bit2(S[2], C3, A[2], B[2], C2);
    Somador1Bit bit3(S[3], Cout, A[3], B[3], C3);
endmodule
module Somador8Bits(S, Cout, A, B, Cin);
    input [7:0] A, B;     
    input Cin;             
    output [7:0] S;       
    output Cout;           
    wire C1;   
    Somador4Bits bit0(S[3:0], C1, A[3:0], B[3:0], Cin); 
    Somador4Bits bit1(S[7:4], Cout, A[7:4], B[7:4], C1);
endmodule
module Subtrator1Bit(S, Bout, A, B, Bin);
   input A, B, Bin;
   output S, Bout;
   wire T1, T2, T3;
	wire nA, nT1;
	not(nA, A);
	not(nT1, T1);
   xor Xor0(T1, A, B);
   and And0(T2, nA, B);
   and And1(T3, nT1, Bin);
   or Or0(Bout, T2, T3);
   xor Xor1 (S, T1, Bin);
endmodule
module Subtrator4Bits(S, Bout, A, B, Bin);
    input [3:0] A, B;     
    input Bin;            
    output [3:0] S;       
    output Bout;          
    wire C1, C2, C3;
    Subtrator1Bit bit0(S[0], C1, A[0], B[0], Bin);
    Subtrator1Bit bit1(S[1], C2, A[1], B[1], C1);
    Subtrator1Bit bit2(S[2], C3, A[2], B[2], C2);
    Subtrator1Bit bit3(S[3], Bout, A[3], B[3], C3);
endmodule
module Subtrator8Bits(S, Bout, A, B, Bin);
    input [7:0] A, B;     
    input Bin;             
    output [7:0] S;       
    output Bout;           
    wire C1;   
    Subtrator4Bits bit0(S[3:0], C1, A[3:0], B[3:0], Bin); 
    Subtrator4Bits bit1(S[7:4], Bout, A[7:4], B[7:4], C1);
endmodule
module ULA_8Bits(
    input  wire [7:0] A_in,         
    input  wire [7:0] B_in,         
    input  wire       C_in,         
    input  wire [2:0] Operacao_in,  
    output wire [7:0] Saida_out,    
    output wire [2:0] Flags_out     
);
    wire [7:0] Y_and;
    wire [7:0] Y_or;
    wire [7:0] Y_xor;
    wire [7:0] Y_not;
    wire [7:0] Y_add;
    wire [7:0] Y_sub;
    wire Cout_add;
    wire Bout_sub;
    OperacaoAnd8Bits op_and(.A(A_in), .B(B_in), .Y(Y_and));
    OperacaoOr8Bits  op_or (.A(A_in), .B(B_in), .Y(Y_or));
    OperacaoXor8Bits op_xor(.A(A_in), .B(B_in), .Y(Y_xor));
    OperacaoNot8Bits op_not(.A(A_in),           .Y(Y_not));
    Somador8Bits   op_add(.A(A_in), .B(B_in), .Cin(C_in), .S(Y_add), .Cout(Cout_add));
    Subtrator8Bits op_sub(
			 .A(A_in),
			 .B(B_in),
			 .Bin(C_in),
			 .S(Y_sub),
			 .Bout(Bout_sub)
		);
    Mux8Para1_8Bits mux_saida(
		 .Y0(Y_and),           
		 .Y1(Y_or),            
		 .Y2(Y_xor),           
		 .Y3(Y_not),           
		 .Y4(Y_add),           
		 .Y5(Y_sub),           
		 .Y6(8'b00000000),     
		 .Y7(8'b00000000),     
		 .sel(Operacao_in),
		 .Saida(Saida_out)
	);
    GeradorFlags ger_flags(
        .resultado(Saida_out),
        .A_msb(A_in[7]),
        .B_msb(B_in[7]),
        .Cout(Cout_add),
        .operacao(Operacao_in),
        .flags(Flags_out)
    );
endmodule
```

## flow/run.sh

```bash
#!/bin/bash
# OpenROAD 26Q1-2900-gdf79404cd8, Yosys 0.63+post, stock flow scripts
make -C /OpenROAD-flow-scripts/flow DESIGN_CONFIG=/design/flow/config.mk WORK_HOME=/design/flow/orfs finish
```

## flow/config.mk

```make
export PLATFORM = sky130hd
export DESIGN_NAME = ULA_8Bits
export DESIGN_NICKNAME = ULA_8Bits
export VERILOG_FILES = /design/flow/design.v
export SDC_FILE = /design/flow/constraint.sdc
export NUM_CORES = 4
export LEC_CHECK = 1
export CORE_AREA = 10 10 77 77
export DIE_AREA = 0 0 87 87
```

## flow/constraint.sdc

```tcl
current_design ULA_8Bits

set clk_period 7.5
set clk_io_pct 0.2

create_clock -name clk0 -period $clk_period

set non_clock_inputs [all_inputs -no_clocks]
set_input_delay [expr $clk_period * $clk_io_pct] -clock clk0 $non_clock_inputs
set_output_delay [expr $clk_period * $clk_io_pct] -clock clk0 [all_outputs]
```

==> Changelog: implementation <==
### Changed

* Worst setup path start: A_in[1]
* Final Slew Violations at 0
* Setup TNS at 0 ps
* CLK BUF at 0
* Hold Path Origin: C_in
* WL final at 2686 um
* Tightest Pin Transition at slightly below 800 ps
* Initial antenna violation count at 0
* CP required at 6000 ps
* Crit path kind: in -> out
* Post-route ant nets at 0
* DR iter-0 viols at 33
* CP Capture Type: output pin
* Max cap viols at 0
* Port-buffer cells at 31
* VDD IR max at a little under 0.02 mV
* # DRC at 0
* DP HPWL at between 2000 and 2500 um
* Worst Setup EP: Saida_out[7]
* Tcrit/Tclk final at between 90% and 100%
* Most common logic cells in the final layout: 27 x clkdlybuf4s50_1, 20 x inv_1, 16 x ha_1, 11 x buf_4, 8 x fa_2
* Post-Syn Area at 0.001146 mm^2
* Power Dens Cells at 61.83 mW/mm^2
* Final min period at around 7300 ps
* Commonest Layout Cell: clkdlybuf4s50_1
* First drt pass iteration count at 4
* Seq_cells at 0
* Chip area at 0.007569 mm^2
* Post-DR vias/cell at roughly 4.6
* Avg Inst Size Synth at 8.749 um^2
* Layout cells sized above 1 at between 20% and 30%
* Number of global-route vias before repair at 1043
* Pre-CTS setup slack at -492.0 ps
* Tot GR Track Use at 7.420%
* Slew margin rel. at between 40 and 50%
* WL met3 at about 150 um
* Final Hold Vio Count at 0
* Total Power at 0.09825 mW
* Flop area at 0 um^2
* Critical path's slowest cell: clkdlybuf4s50_1
* Post-Route M1 WL at about 1200 um
* Count of final setup violators at 0
* FP Core Util at a little over a quarter
* CP Launch Type: input pin
* Worst Hold Slack at 4046 ps
* OpenROAD warning count at 41
* Wire length on met2 at between 1000 and 1500 um
* # fillers at 440
* Area Growth Syn to Fin at 38.65%
* Top Layer Used: met3
* Placed Cells at ~220
* Grt total ovfl at 0
* Chip Area, Yosys at 0.001146 mm^2
* WL/cell at 12.32 um
* Hold Crit Class: in -> out
* Mapped Cells at approximately 130
* Die height at 87 um
* Crit path arrival time at 5810 ps
* First-pass GRT wire length at about 4800 um
* Area of the multi-input gates at 0.001061 mm^2
* Die width at 87 um
* Core ar. at 0.004354 mm^2
* Maximum fanout along the worst path at 2
* Routability congestion estimate at 0.8633
* FP Rows at 24
* Vias at 995
* CP peak stage delay at 500 ps
* RSZ-0062 raised after global routing: no
* Leakage at 0.7003 nW
* Crit path top cell by count: fa_2
* Unique cell types at 39
* Synth warnings at 0
* Final Non-Filler Cells at 218
* Post-CTS Setup Bufs at 0
* Final worst setup slack at between 150 and 200 ps
* Ports at 31
* Largest net degree at the start of global routing at 27
* Register share after synthesis at 0%
* Outcome: completed
* Peak Freq at between 100 and 150 MHz
* Number of diodes at 0
* Yosys stat cell total at 131
* Worst-path cell chain: clkdlybuf4s50_1 > inv_1 > fa_2 > fa_2 > fa_2 > fa_2 > fa_2 > fa_2 > fa_1 > and2_1 > o31ai_2 > nor2_1 > a21oi_2 > clkdlybuf4s50_1
worst min-delay path by stage:
stage / end / slack (ps) / depth (start not counted)
after CTS: Flags_out[2] / 4050 / 5
after global routing: Saida_out[0] / 4090 / 5
final: Saida_out[0] / 4050 / 5
timing repair:
item,in CTS,in global routing
gates resized,12,4
pin swaps,5,4
endpoints found under the setup margin,3,3
hold buffers,0,0
endpoints found under the hold margin,0,0
cell families after synthesis:
| group | count (synthesis) | share of synthesized area [%] |
|---|---|---|
| xor gates and xnor gates | 3 | 2.293 |
| AOI/OAI and AO/OA | 23 | 14.41 |
| muxes | 11 | 11.46 |
| and+or+nand+nor | 36 | 17.36 |
| adders and majority gates | 31 | 43.67 |
| buffers and inverters | 27 | 10.81 |
cell usage after synthesis (all sizes together) (2+ instances only):
master	count	area share [%]
inv	20	6.6
ha	16	17
fa	15	26
nand2	7	2.3
nor2	7	2.3
buf	6	3.9
mux2i	6	5.2
a21oi	5	2.2
a22oi	4	3.5
mux2	4	4.3
nand2b	4	2.2
a211oi	3	2.0
nand3b	3	2.0
nor2b	3	1.6
nor3	3	1.7
o21ai	3	1.6
xnor2	3	2.3
and2	2	1.1
nand3	2	0.87
o211ai	2	1.3
power breakdown:
group | switching, mW | total, mW | internal [mW]
Clock | 0 | 0 | 0
Sequential | 0 | 0 | 0
Combinational | 0.0444 | 0.0982 | 0.0539
Total | 0.0444 | 0.0982 | 0.0539
critical path, delay by kind of cell:
| family | cells | cell delay (ps) |
|---|---|---|
| buf+inv | 3 | 1060 |
| simple gates | 2 | 240 |
| fa+ha+maj | 7 | 2600 |
| compound gates | 2 | 430 |
metal layers:
layer	GRT usage, %	vias to the layer above
met4	0	0
li1	-	512
met1	10.46	465
met5	0	-
met2	12.46	18
met3	1.132	0
stage by stage:
step	utilization (%)	area (um^2)
final	36.49	1589
after global routing	36.49	1589
after CTS	36.15	1574
after detailed placement	35.72	1555
after global placement	35.72	1555
after floorplan	-	1146
cell type report:
class                      count  area share, %
multi-input combinational    104          66.77
timing repair buffer          42          24.41
inverter                      20          4.724
tap                           52          4.094
No activity file was given, so power comes from the tool's default toggle rates.
