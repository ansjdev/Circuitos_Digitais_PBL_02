==> flow/run.sh <==
#!/bin/bash
# OpenROAD 26Q1-2900-gdf79404cd8, Yosys 0.63+post, stock flow scripts
make -C /OpenROAD-flow-scripts/flow DESIGN_CONFIG=/design/flow/config.mk WORK_HOME=/design/flow/orfs finish
==> flow/config.mk <==
export PLATFORM = sky130hd
export DESIGN_NAME = Divider8
export DESIGN_NICKNAME = Divider8
export VERILOG_FILES = /design/flow/design.v
export SDC_FILE = /design/flow/constraint.sdc
export NUM_CORES = 4
export LEC_CHECK = 1
export CORE_UTILIZATION = 30
==> flow/constraint.sdc <==
current_design Divider8

set clk_period 17.2
set clk_io_pct 0.2

create_clock -name clk0 -period $clk_period

set non_clock_inputs [all_inputs -no_clocks]
set_input_delay [expr $clk_period * $clk_io_pct] -clock clk0 $non_clock_inputs
set_output_delay [expr $clk_period * $clk_io_pct] -clock clk0 [all_outputs]
==> flow/design.v <==
module full_adder (
    input a, input b, input cin,
    output sum, output cout
);
    xor u_xor(sum, a, b, cin);
    wire ab, bc, ac;
    and u_and1(ab, a, b);
    and u_and2(bc, b, cin);
    and u_and3(ac, a, cin);
    or  u_or1(cout, ab, bc, ac);
endmodule
module ripple_adder9 (
    input  [8:0] A,
    input  [8:0] B,
    input        CIN,
    output [8:0] SUM,
    output       COUT
);
    wire c0, c1, c2, c3, c4, c5, c6, c7;
    full_adder fa0 (.a(A[0]), .b(B[0]), .cin(CIN), .sum(SUM[0]), .cout(c0));
    full_adder fa1 (.a(A[1]), .b(B[1]), .cin(c0), .sum(SUM[1]), .cout(c1));
    full_adder fa2 (.a(A[2]), .b(B[2]), .cin(c1), .sum(SUM[2]), .cout(c2));
    full_adder fa3 (.a(A[3]), .b(B[3]), .cin(c2), .sum(SUM[3]), .cout(c3));
    full_adder fa4 (.a(A[4]), .b(B[4]), .cin(c3), .sum(SUM[4]), .cout(c4));
    full_adder fa5 (.a(A[5]), .b(B[5]), .cin(c4), .sum(SUM[5]), .cout(c5));
    full_adder fa6 (.a(A[6]), .b(B[6]), .cin(c5), .sum(SUM[6]), .cout(c6));
    full_adder fa7 (.a(A[7]), .b(B[7]), .cin(c6), .sum(SUM[7]), .cout(c7));
    full_adder fa8 (.a(A[8]), .b(B[8]), .cin(c7), .sum(SUM[8]), .cout(COUT));
endmodule
module sh_concat (
    input  [7:0] rem,
    input        dbit,
    output [8:0] trial
);
    buf b8(trial[8], rem[7]);
    buf b7(trial[7], rem[6]);
    buf b6(trial[6], rem[5]);
    buf b5(trial[5], rem[4]);
    buf b4(trial[4], rem[3]);
    buf b3(trial[3], rem[2]);
    buf b2(trial[2], rem[1]);
    buf b1(trial[1], rem[0]);
    buf b0(trial[0], dbit);
endmodule
module mux1 (
    input sel, input a, input b, output y
);
    wire nsel, a_and, b_and;
    not u_not(nsel, sel);
    and u_and1(a_and, sel, a);
    and u_and2(b_and, nsel, b);
    or  u_or(y, a_and, b_and);
endmodule
module mux8_vec (
    input        sel,
    input  [7:0] a,    
    input  [7:0] b,    
    output [7:0] y
);
    mux1 m0 (.sel(sel), .a(a[0]), .b(b[0]), .y(y[0]));
    mux1 m1 (.sel(sel), .a(a[1]), .b(b[1]), .y(y[1]));
    mux1 m2 (.sel(sel), .a(a[2]), .b(b[2]), .y(y[2]));
    mux1 m3 (.sel(sel), .a(a[3]), .b(b[3]), .y(y[3]));
    mux1 m4 (.sel(sel), .a(a[4]), .b(b[4]), .y(y[4]));
    mux1 m5 (.sel(sel), .a(a[5]), .b(b[5]), .y(y[5]));
    mux1 m6 (.sel(sel), .a(a[6]), .b(b[6]), .y(y[6]));
    mux1 m7 (.sel(sel), .a(a[7]), .b(b[7]), .y(y[7]));
endmodule
module div_stage (
    input  [7:0] rem_in,
    input        dbit,
    input  [7:0] divisor,
    output [7:0] rem_out,
    output       qbit
);
    wire [8:0] trial;
    wire [8:0] div_ext;
    wire [8:0] inv_div;
    wire [8:0] sum;
    wire cout;
    sh_concat sc (.rem(rem_in), .dbit(dbit), .trial(trial));
    buf d8(div_ext[8], 1'b0);     
    buf d7(div_ext[7], divisor[7]);
    buf d6(div_ext[6], divisor[6]);
    buf d5(div_ext[5], divisor[5]);
    buf d4(div_ext[4], divisor[4]);
    buf d3(div_ext[3], divisor[3]);
    buf d2(div_ext[2], divisor[2]);
    buf d1(div_ext[1], divisor[1]);
    buf d0(div_ext[0], divisor[0]);
    not n0(inv_div[0], div_ext[0]);
    not n1(inv_div[1], div_ext[1]);
    not n2(inv_div[2], div_ext[2]);
    not n3(inv_div[3], div_ext[3]);
    not n4(inv_div[4], div_ext[4]);
    not n5(inv_div[5], div_ext[5]);
    not n6(inv_div[6], div_ext[6]);
    not n7(inv_div[7], div_ext[7]);
    not n8(inv_div[8], div_ext[8]);
    ripple_adder9 ra9 (.A(trial), .B(inv_div), .CIN(1'b1), .SUM(sum), .COUT(cout));
    mux8_vec muxRem (.sel(cout), .a(sum[7:0]), .b(trial[7:0]), .y(rem_out));
    buf qbuf(qbit, cout);
endmodule
module Divider8 (
    input  [7:0] A,
    input  [7:0] B,
    output [7:0] Q,
    output [7:0] R
);
    wire [7:0] r0, r1, r2, r3, r4, r5, r6, r7, r8;
    wire q0, q1, q2, q3, q4, q5, q6, q7;
    buf b0_0(r0[0], 1'b0); buf b0_1(r0[1], 1'b0); buf b0_2(r0[2], 1'b0);
    buf b0_3(r0[3], 1'b0); buf b0_4(r0[4], 1'b0); buf b0_5(r0[5], 1'b0);
    buf b0_6(r0[6], 1'b0); buf b0_7(r0[7], 1'b0);
    div_stage s0 (.rem_in(r0), .dbit(A[7]), .divisor(B), .rem_out(r1), .qbit(q0));
    div_stage s1 (.rem_in(r1), .dbit(A[6]), .divisor(B), .rem_out(r2), .qbit(q1));
    div_stage s2 (.rem_in(r2), .dbit(A[5]), .divisor(B), .rem_out(r3), .qbit(q2));
    div_stage s3 (.rem_in(r3), .dbit(A[4]), .divisor(B), .rem_out(r4), .qbit(q3));
    div_stage s4 (.rem_in(r4), .dbit(A[3]), .divisor(B), .rem_out(r5), .qbit(q4));
    div_stage s5 (.rem_in(r5), .dbit(A[2]), .divisor(B), .rem_out(r6), .qbit(q5));
    div_stage s6 (.rem_in(r6), .dbit(A[1]), .divisor(B), .rem_out(r7), .qbit(q6));
    div_stage s7 (.rem_in(r7), .dbit(A[0]), .divisor(B), .rem_out(r8), .qbit(q7));
    buf qbuf7(Q[7], q0);
    buf qbuf6(Q[6], q1);
    buf qbuf5(Q[5], q2);
    buf qbuf4(Q[4], q3);
    buf qbuf3(Q[3], q4);
    buf qbuf2(Q[2], q5);
    buf qbuf1(Q[1], q6);
    buf qbuf0(Q[0], q7);
    buf rbuf0(R[0], r8[0]);
    buf rbuf1(R[1], r8[1]);
    buf rbuf2(R[2], r8[2]);
    buf rbuf3(R[3], r8[3]);
    buf rbuf4(R[4], r8[4]);
    buf rbuf5(R[5], r8[5]);
    buf rbuf6(R[6], r8[6]);
    buf rbuf7(R[7], r8[7]);
endmodule
==> impl_metrics.yaml <==
# synthesis and place-and-route metrics
yosys:
  synthesis.area_um2: 2490
  syn_inst: 244
  synth_cell_types: 47
  yosys_warnings: 0
  synth_seq_share: 0
  yosys_cells: 244
  ys_area_um2: 2490
  synthTopCellsByArea: "fa_1 38%, mux2_2 9.5%, ha_1 8.5%, buf_4 5.1%, inv_1 4.4%"
  yosys.area.top_type: "fa_1"
  syn_area_per_cell_um2: 10.2
  top_cell_area_share: 0.377
placed_design:
  place_hpwl_um: 5290
  io_buffers: 32
  dp_slack_ns: -13.32
  gp_congestion: 0.894
power_and_ir_drop:
  power_mw: 0.442
  vdd_ir_drop_max_mv: 0.0606
  total_leakage_power_nw: 1.66
  power_density_nw_per_um2: 116
final_layout:
  drive_gt1_frac: 0.649
  clkbuf_count: 0
  area_growth_pct: 53.2
  n_sequential_cell: 0
  layout.cells.most_common: "buf_4"
  fillCellCount: 721
  regArea_um2: 0
  final_util: 0.484
  comb_area_um2: 2570
  lay_top_cells: "79 x buf_4, 47 x fa_2, 19 x clkdlybuf4s50_1"
worst_setup_path:
  worstSetupPathType: "in -> out"
  critical_path_buf_inv_count: 18
  cp-end-kind: "output port"
  cp_top_family: "adder cells"
  critPathMaxStageDelay_ns: 0.39
  crit_cells: 102
  worstPathArrival_ns: 25.91
  critPathMaxFanout: 3
  cp.required_ns: 13.76
  slowest_stage: "fa_2"
  cp-start-kind: "input port"
  crit_path_frequent_cell: "fa_2"
sta:
  fmax_mhz: 34.1
  finalMaxSlewViolations: 0
  rsz0062_at_grt: "true"
  timing.hold.ws_ns: 7.45
  slew_headroom: 0.586
  finalSetupViolCount: 13
  min_period_over_period: 1.71
  finalCriticalPeriod_ns: 29.35
  worstMarginPinSlew_ns: 0.619
  setup_ws_ns: -12.15
  tns_ns: -130.01
  finalHoldViolations: 0
floorplan:
  die_w_um: 93.2
  boundaryPins: 32
  die_area_um2: 8690
  placementRows: 32
  die_height_um: 93.2
  core_region_area_um2: 7890
  fp_util: 0.316
route:
  ant_nets: 0
  viasPerCell: 4.77
  num_vias: 2118
  drt_iter0_drc: 42
  drcViolationCount: 0
  n_antenna_cell: 0
  firstDrtPassIters: 4
  routed_wl_um: 6010
  avgRoutedWirePerCell_um: 13.5
grt:
  grt_pass1_wl_um: 10500
  grt_usage: 0.160
  antenna_found_initial: 0
  grt_max_degree: 20
  gr-total-overflow: 0
  grt_pass1_vias: 2238
min_path:
  holdPathStages: 5
  hp-class: "in -> out"
run:
  drv_cap: 0
  tool_warnings: 35
run_status:
  violations: "negative setup slack"
  outcome: "complete, but fails checks"
clock_tree:
  holdBufCountCts: 0
cell families after synthesis:
logic type | Yosys count | share of synthesized area
xor+xnor | 2 | 0.00702
buf+inv | 55 | 0.111
simple gates | 46 | 0.0983
compound gates | 39 | 0.138
mux | 38 | 0.183
fa+ha+maj | 64 | 0.462
worst min-delay path: cells and delay by family:
family,cells,cell delay (ns)
mux,1,0.06
buf+inv,3,0.38
fa+ha+maj,1,0.13
path summary, 6_finish.rpt:
path | to | slack (ns) | start
worst max-delay path | R[1] | -12.15 | A[7]
worst min-delay path | R[0] | 7.45 | B[0]
power by group:
| group | total (mW) | switching [mW] | internal, mW |
|---|---|---|---|
| clock network | 0 | 0 | 0 |
| logic | 0.442 | 0.171 | 0.271 |
| registers | 0 | 0 | 0 |
repair_timing:
action,in CTS,in global routing
cloned,1,0
pin swaps,6,2
resized,46,18
endpoints found under the hold margin,0,0
setup buffers,6,6
endpoints found under the setup margin,13,13
metrics by stage:
stage / area, µm² / std cells
floorplan: 2870 / 244
global placement: 3680 / 431
detailed placement: 3680 / 431
CTS: 3740 / 438
global route: 3820 / 444
finish: 3820 / 444
routing by layer:
| layer | global-route usage | up-vias | part of all wire |
|---|---|---|---|
| li1 | - | 1034 | - |
| met4 | 0 | 0 | 0 |
| met5 | 0 | - | 0 |
| met3 | 0.0265 | 0 | 0.048 |
| met1 | 0.233 | 1045 | 0.45 |
| met2 | 0.274 | 39 | 0.50 |
synth_stat cells, drive strengths merged (3+ instances only):
cell and count:
nor3 4, ha 17, o21ai 4, mux2 26, o211a 3, and2 7
buf 19, a31oi 5, nor2 7, fa 47, a22o 3, mux2i 12
inv 33, nand3 3, a21oi 9, nand2 13, clkbuf 3
area by class of cell:
type                            instances  share of cell area
Inverter                               33              0.0390
Multi-Input combinational cell        190               0.674
Tap cell                              102              0.0334
Timing Repair Buffer                  119               0.254
Power and IR drop assume default switching activity.
